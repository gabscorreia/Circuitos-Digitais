$ cat ./run.sh
#!/bin/bash
# OpenROAD 26Q1-2900-gdf79404cd8, Yosys 0.63+post, stock flow scripts
make -C /OpenROAD-flow-scripts/flow DESIGN_CONFIG=/design/flow/config.mk WORK_HOME=/design/flow/orfs finish
$ cat ./config.mk
export PLATFORM = sky130hd
export DESIGN_NAME = conversor_serie_paralelo_4bits
export DESIGN_NICKNAME = conversor_serie_paralelo_4bits
export VERILOG_FILES = /design/flow/design.v
export SDC_FILE = /design/flow/constraint.sdc
export NUM_CORES = 4
export LEC_CHECK = 1
export CORE_AREA = 10 10 70 70
export DIE_AREA = 0 0 80 80
$ cat ./constraint.sdc
current_design conversor_serie_paralelo_4bits

set clk_period 1.1
set clk_io_pct 0.2

create_clock -name clk0 -period $clk_period [get_ports {clk}]

set non_clock_inputs [all_inputs -no_clocks]
set_input_delay [expr $clk_period * $clk_io_pct] -clock clk0 $non_clock_inputs
set_output_delay [expr $clk_period * $clk_io_pct] -clock clk0 [all_outputs]
$ cat ./design.v
module ff_d (clk, d, preset, clear, q);
    input clk, d, preset, clear;
    output reg q;  
    always @(negedge clk) begin
        case ({preset, clear})
            2'b10: q = 0;
            2'b01: q = 1;
            2'b11: begin
                if (d) q = 1;
                if (~d) q = 0;
            end
            default: q = 1'bX; 
        endcase
    end
endmodule
module conversor_serie_paralelo_4bits (clk, d, preset, clear, q);
    output [3:0] q;
    input clk, d, preset, clear;
    ff_d ffd1 (clk, d, preset, clear, q[3]);
    ff_d ffd2 (clk, q[3], preset, clear, q[2]);
    ff_d ffd3 (clk, q[2], preset, clear, q[1]);
    ff_d ffd4 (clk, q[1], preset, clear, q[0]);
endmodule
==> run notes <==
Figures from the flow reports.

Power:
- The clock network accounts for 53.9% of the total power.
- The run gives the leakage power figure as roughly 0.14 nW.
- The script computed the net switching share of total power as 25.0%.
- The worst VDD IR drop from the latest analysis is approximately 0.16 mV.
- The run gives the sequential fraction of design power as between 30% and 40%.
- The run puts the internal portion of total power at around 0.00033 W.
- The report lists the power per cell area as around 1500 nW/um2.
- The run gives the net load switching power as around 0.00011 W.
- Per report_power, the combinational group accounts for 8.9% of the total.

Worst setup path:
- The run gives the kind of start point of the critical path as a flop.
- The run gives the type of the worst setup path as flop to output pin.
- At the worst endpoint, the required time is just under 0.9 ns.
- The worst register-to-register path begins at ffd3.q.
- The capture point of the worst register-to-register path is recorded as ffd4.q.
- The run gives the count of buffering cells on the critical path with inverters included as 1.
- The capture point of the critical path was reported as q[2].
- Among all stages on the critical path, the maximum delay recorded is 0.30 ns.
- STA classifies the critical path endpoint as an output pin.
- On the critical path, the stage with the largest delay is an instance of sky130_fd_sc_hd__dfxtp_2.
- The run gives the critical path data arrival time as around 1.3 ns.
- In this run the number of cells on the critical path is 1.
- The run gives the critical-path maximum fanout as 2.
- In this run the worst setup path begins at ffd2.q.
- The critical path goes through buf_2.
- The run gives the family with the most delay on the worst path as flip-flops.
- The run gives the worst setup slack for register-to-register paths as between 0.4 and 0.5 ns.
- The number of cells on the worst reg-to-reg path is 3.

Placement:
- The run gives the post-placement cell count as 66.
- The run puts the tally of buffers added on design ports at 7.
- At the placement stage, the worst setup path has a slack of -0.456 ns.
- Summing all placed instances gives a cell area of 264 um2.
- The run gives the estimated wirelength of the detail-placed design as between 300 and 400 um.
- The run puts the placer congestion estimate at approximately 0.64.

Clock tree:
- The run gives the buffer type at the clock tree root as sky130_fd_sc_hd__clkbuf_4.
- Per the post-CTS timing run, clock transition at the registers of the reported paths is roughly 0.030 ns.
- The run gives the maximum level of the CTS H-tree as 1.
- TritonCTS built the clock tree.
- The run gives the latest clock arrival within the worst-skew pair as slightly below 0.3 ns.
- CTS reports a maximum clock tree buffer depth of 2.
- The run gives the clock sink total as 4.
- The run puts the number of buffers added by the clock tree synthesis step at 3.
- The run puts the number of hold buffers added after cts at 0.

Floorplanning:
- In this run the count of I/O pins placed on the die edge is 8.
- The run puts the total die area at 6400 um2.
- According to the floorplan log, the row count is 21.
- The run puts the height of the die at about 80 um.
- The run puts the initial cell density of the core at ~4.8%.
- The run puts the die span in x at 80 um.
- The run puts the core region area at 3420 um2.

STA:
- The run gives the final setup violation count as 4.
- The run puts the number of max-slew violations in the final report at 0.
- The run gives the number of endpoints with negative hold slack in the final report as 0.
- The run gives the clock skew as 0.00422 ns.
- Setup repair after global routing could not meet its margin everywhere.
- The run gives the smallest setup slack after layout as -0.376 ns.
- For the pin with the worst max-slew slack, the measured transition is 0.174 ns.
- The run gives the minimum hold slack as approximately 0.43 ns.
- Per the slew report, the remaining headroom to the max-slew limit stands at ~88%.

Yosys:
- The run puts the number of flip-flops and latches in the synthesized netlist at 4.
- The run puts the count of instantiated cells in the yosys netlist at 17.
- Per the post-synthesis stats, the area per cell is 9.57 um2.
- The run puts the post-synthesis sequential area ratio at about half.
- After synthesis, the chip area reported by Yosys is roughly 160 um2.
- After synthesis the cells add up to between 150 and 200 um2.
- The run gives the count of synthesis-stage warnings from yosys as 1.
- The synthesized netlist handed to floorplanning was reported with a cell count of 17.
- The netlist uses 5 different library cells.

Detailed routing:
- The run gives the tally of nets with antenna violations remaining after routing as 0.
- The run puts the mean routed wirelength per cell at between 6 and 7 um.
- The run gives the DRC marker count from the first detailed-route iteration as 0.
- After detailed routing, the number of remaining DRC violations is 0.
- The run puts the total length of routed wires at roughly 460 um.
- The run puts the average via count per standard cell at approximately 1.8.
- The run gives the number of vias after detailed routing as ~140.
- The iteration count recorded for the first detailed-route pass is 1.

GRT:
- The run gives the number of antenna violations at the first check in global routing as 1.
- The run gives the leftover overflow at the end of global routing as 0.
- The run gives the via count of the first global-routing pass as about 150.
- The run gives the global-route wire length before repair as ~590 um.
- The run gives the global-route total usage across every layer as between 1 and 1.5%.
- The run puts the maximum number of pins on one net before global-route repair at 5.

Layout:
- The run puts the number of standard cells in the final layout excluding fillers at 75.
- Once layout is complete, the utilization of the core stands at 8.64%.
- The run puts the proportion of layout cells with a drive suffix above 1 at 50.0%.
- The run gives the number of filler instances in the final layout as 406.
- The run gives the post-layout instance area as between 200 and 300 um2.
- In this run the layout overhead on the synthesized area is reported as 81.5%.

Run status:
- The flow ran to the end, but the final reports show violations.
- The checks that failed: setup timing.

Min path:
- The run gives the class of the tightest hold or removal check as flop to flop.

Flow run:
- The run puts the max-capacitance violation count at 0.
- The logs give a warning total of 32.
worst min-delay path by stage:
stage,startpoint,end,cells after the start
6_report,ffd1.q,ffd2.q,2
5_1_grt,ffd1.q,ffd2.q,2
4_1_cts,ffd1.q,ffd2.q,2
synth_stat cells, drive strengths merged:
library cell / count / area share, %
buf: 4 / 18
dfxtp: 4 / 49
a21boi: 4 / 21
inv: 5 / 12
cells by family after synthesis:
| kind of cell | Yosys count | share of synthesized area (%) |
|---|---|---|
| buf+inv | 9 | 30.0 |
| flops | 4 | 49.2 |
| compound gates | 4 | 20.8 |
area by class of cell:
cell class	instances	area, um2	area share, %
Clock inverter	4	15.0	5.08
Antenna cell	1	2.50	0.847
Sequential cell	4	83.8	28.4
Multi-Input combinational cell	4	37.5	12.7
Tap cell	46	57.6	19.5
Timing Repair Buffer	9	61.3	20.8
Clock buffer	3	22.5	7.63
Inverter	4	15.0	5.08
flip-flops by register name (all words and copies together), names as in the netlist:
signal  flops
ffd1.q      1
ffd2.q      1
ffd3.q      1
ffd4.q      1
metal layers:
layer / GRT usage (%) / part of all wire (%)
met2: 1.77 / 44
met1: 0.930 / 36
met3: 2.05 / 20
met5: 0 / 0
met4: 0.704 / 0
power groups by stage:
stage	registers (W)	clock network [W]	logic [W]
after CTS	0.000162	0.000252	0.0000328
after global routing	0.000162	0.000260	0.0000437
final	0.000162	0.000234	0.0000388
placed cells by master, fill, tap and decap left out:
cell type,n
sky130_fd_sc_hd__a21boi_1,2
sky130_fd_sc_hd__a21boi_2,2
sky130_fd_sc_hd__buf_2,4
sky130_fd_sc_hd__buf_4,2
sky130_fd_sc_hd__clkbuf_4,3
sky130_fd_sc_hd__dfxtp_1,1
sky130_fd_sc_hd__dfxtp_2,3
sky130_fd_sc_hd__diode_2,1
sky130_fd_sc_hd__dlygate4sd2_1,3
sky130_fd_sc_hd__inv_1,8
through the flow:
step / setup TNS, ns / total power [W]
6_report: -1.46 / 0.000434
4_1_cts: -1.53 / 0.000446
3_3_place_gp: -3.40 / 0.000236
5_1_grt: -1.58 / 0.000466
2_1_floorplan: -0.235 / 0.000219
3_5_place_dp: -3.43 / 0.000237
what timing repair did:
action	in CTS	in global routing
setup buffers	0	2
setup endpoints to repair	8	4
gates resized	16	0
cloned	0	0
Power is estimated from default activity; no workload was simulated.
