`./run.sh`:
```
#!/bin/bash
# OpenROAD 26Q1-2900-gdf79404cd8, Yosys 0.63+post, stock flow scripts
make -C /OpenROAD-flow-scripts/flow DESIGN_CONFIG=/design/flow/config.mk WORK_HOME=/design/flow/orfs finish
```
`./config.mk`:
```
export PLATFORM = sky130hd
export DESIGN_NAME = contador_sincrono_crescente_4bits
export DESIGN_NICKNAME = contador_sincrono_crescente_4bits
export VERILOG_FILES = /design/flow/design.v
export SDC_FILE = /design/flow/constraint.sdc
export NUM_CORES = 4
export LEC_CHECK = 1
export CORE_AREA = 10 10 70 70
export DIE_AREA = 0 0 80 80
```
`./constraint.sdc`:
```
current_design contador_sincrono_crescente_4bits

set clk_period 1.6
set clk_io_pct 0.2

create_clock -name clk0 -period $clk_period [get_ports {clk}]

set non_clock_inputs [all_inputs -no_clocks]
set_input_delay [expr $clk_period * $clk_io_pct] -clock clk0 $non_clock_inputs
set_output_delay [expr $clk_period * $clk_io_pct] -clock clk0 [all_outputs]
```
`./design.v`:
```
module ff_t (clk, T, clear, q);
    input wire clk, T, clear;
    output reg q;
    always @(negedge clk) begin
        if (clear)
            q = 0;
        else 
            if (T)
                q = ~q;
            else
                q = q;
    end
endmodule
module contador_sincrono_crescente_4bits (clk, T, clear, q);
    output [3:0] q;
    input clk, T, clear;
    wire variavel1, variavel2;
    ff_t ff_t_1 (clk, T, clear, q[0]);
    ff_t ff_t_2 (clk, q[0], clear, q[1]);
    assign variavel1 = q[0] & q[1];
    ff_t ff_t_3 (clk, variavel1, clear, q[2]);
    assign variavel2 = variavel1 & q[2];
    ff_t ff_t_4 (clk, variavel2, clear, q[3]);
endmodule
```
==> CHANGELOG.md <==
### Physical design

- Seq. cell area: roughly 85 um2
- CTS clk-pin slew, worst paths: about 40 ps
- VDD IR-drop max: between 0.1 and 0.15 mV
- CP Buf/Inv Count: 1
- Die area: between 6000 and 7000 um2
- Largest net degree at the start of global routing: 6
- Worst setup margin: -238 ps
- Reg2Reg Setup Slack: around 660 ps
- Setup crit end kind: output pin
- Post-synth EDFFs: 0
- Critical Path Start Type: register
- Hold worst-path end: ff_t_4.q
- Post-CTS Setup Bufs: 0
- Num CTS Buffers: 3
- Final core utilization: slightly below 10%
- Initial core utilization: around 5.8%
- Logic area: 82.6 um2
- DRT iter0 DRCs: 11
- Synth area leader: dfxtp_1
- FP Rows: 21
- Synth cell count leaders: buf_4, dfxtp_1, nor2_1
- Grt ovf: 0
- Post-synth regs: 4
- CP top delay family: flip-flops
- Slowest CP cell: dfxtp_2
- Vias: 163
- Synth async-reset ratio: 0%
- RSZ-0062 raised after global routing: yes
- Max_cap viols: 0
- Reg-to-reg endpoint: ff_t_4.q
- Slew @ Worst Pin: around 130 ps
- Final WL: between 500 and 600 um
- Skew final: approximately 5.5 ps
- Cells after Synth: 20
- Placed wire-length estimate: between 300 and 400 um
- Synthesized area per cell: between 9 and 10 um2
- Yosys chip area: 196 um2
- P_leak: approximately 0.16 nW
- Max incr delay on CP: ~320 ps
- Synth Flop Type: dfxtp_1
- CTS tree: done
- Status: finished, violations left
- Critical Path RT: about 1300 ps
- Wire per inst: between 6 and 7 um
- Share of layout cells above drive strength 1: ~56%
- Register area share after synthesis: 40.8%
- Placed Cells: between 70 and 80
- Die Width: 80 um
- Worst r2r src: ff_t_1.q
- Root Buffer: clkbuf_4
- Relative slew slack: about nine tenths
- Clock Sinks: 4
- Cell Type Count: 11
- Sequence of cells on the critical path: buf_2
- Die height: around 80 um
- Number of global-route vias before repair: 198
- Fin area: ~340 um2
- Drt via density: around 2.1
- First-pass GRT wire length: between 700 and 800 um
- Max Slew Vio Count: 0
- Boundary pin count: 7
- R2R depth: 3
- Power Density: 985 nW/um2
- Pre-antenna DRT Iters: 2
- CP max FO: 3
- Critical path type: register to output pin
- Worst-Skew Late Latency: about 300 ps
- Layout Cells excl Fill: about 79
- Hold Startpoint: ff_t_4.q
- Yosys Instances: 20
- Tool warnings: 31
- Initial antenna violation count: 1
- Cell Area, Synth: just under 200 um2
- Port Buffer Count: 6
- Yosys Warn Count: 1
- Max-area cell share: approximately two fifths
- Gp weighted congestion: between 0.5 and 0.6
- Pre-CTS worst setup slack: -462 ps
- Remaining DRCs: 0
- ANT nets after route: 0
- Worst Hold Class: register to register
- Final Hold Viols: 0
- Top area cell types: dfxtp_1, buf_4, xnor2_1
- Setup violators final: 4
- Failing checks: negative setup slack
- Core Region: roughly 3400 um2
- Cells on Worst Hold Path: 2
- Syn-to-layout area delta: 71.3%
- CTS H-tree lvls: 1
- Clock tree buffer depth: 2
- Placed cell area: roughly 320 um2
- Arrival @ worst endpoint: ~1500 ps
- Filler cells: between 300 and 400
- GR Util All Layers: ~1.6%
==> placed cells by master, fill, tap and decap left out, drive strengths merged, types with 2 or more instances in the layout <==
master,count
buf,8
xnor2,2
clkbuf,3
nor2,3
inv,4
dfxtp,4
==> through the flow <==
| step | total power [mW] | hold slack [ps] | setup TNS (ps) |
|---|---|---|---|
| CTS | 0.344 | 569 | -978 |
| global route | 0.354 | 586 | -1030 |
| floorplan | 0.163 | 496 | 0 |
| detailed placement | 0.191 | 555 | -2620 |
| global placement | 0.190 | 548 | -2570 |
| finish | 0.332 | 565 | -908 |
==> power by group <==
group | internal [mW] | switching, mW
clock | 0.0983 | 0.0717
sequential | 0.110 | 0.00339
combinational | 0.0286 | 0.0197
==> worst max-delay path by stage <==
stage | slack (ps) | from | end | cells past startpoint
after CTS | -260 | ff_t_4.q | q[3] | 1
after global routing | -280 | ff_t_4.q | q[3] | 1
final | -240 | ff_t_4.q | q[3] | 1
==> timing repair <==
action | in CTS | in global routing
endpoints found under the hold margin | 0 | 0
hold buffers | 0 | 0
pin swaps | 0 | 1
gates resized | 15 | 1
setup endpoints to repair | 7 | 5
==> registers in the layout, indices dropped and copies added, names as in the netlist <==
| name | cells |
|---|---|
| ff_t_1.q | 1 |
| ff_t_2.q | 1 |
| ff_t_3.q | 1 |
| ff_t_4.q | 1 |
==> worst register-to-register path: cells and delay by family (launching register included) <==
family / cells / cell delay (ps)
flops: 1 / 310
mux: 1 / 290
buf+inv: 1 / 140
simple gates: 1 / 80
==> cells by family (layout without fill, tap and decap cells) <==
family	count (synthesis)	count (layout)	synth area share, %
other	0	1	0
XOR/XNOR	2	2	8.92
multiplexers	1	1	7.64
AND-OR/OR-AND	2	2	7.64
flip-flops	4	4	40.8
buffers and inverters	5	17	17.2
AND/OR/NAND/NOR	6	6	17.8
==> area by class of cell <==
class | instances | area share (%)
Multi-Input combinational cell | 11 | 24.5
Sequential cell | 4 | 25.3
Clock buffer | 3 | 6.69
Timing Repair Buffer | 10 | 21.2
Tap cell | 46 | 17.1
Clock inverter | 4 | 4.46
Antenna cell | 1 | 0.743
==> per-layer routing <==
layer	part of all wire, %	global-route usage [%]	up-vias
li1	-	-	86
met1	38	1.20	72
met2	40	1.77	5
met3	23	2.50	0
met4	0	1.23	0
met5	0	0	-
Power is estimated from default activity; no workload was simulated.
