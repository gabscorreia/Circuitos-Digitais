==> design.v <==
module contador_sincrono_decrescente_6bits (clk, q, RESET);
    output reg [5:0] q;
    input clk, RESET;
    always @(negedge clk) begin
        if (RESET) 
            q <= 6'b100011;
        else 
            if (q <= 6'b001010)
                q <= 6'b100011;
            else
                q <= q - 1;
    end
endmodule
==> run.sh <==
#!/bin/bash
# OpenROAD 26Q1-2900-gdf79404cd8, Yosys 0.63+post, stock flow scripts
make -C /OpenROAD-flow-scripts/flow DESIGN_CONFIG=/design/flow/config.mk WORK_HOME=/design/flow/orfs finish
==> config.mk <==
export PLATFORM = sky130hd
export DESIGN_NAME = contador_sincrono_decrescente_6bits
export DESIGN_NICKNAME = contador_sincrono_decrescente_6bits
export VERILOG_FILES = /design/flow/design.v
export SDC_FILE = /design/flow/constraint.sdc
export NUM_CORES = 4
export LEC_CHECK = 1
export CORE_AREA = 10 10 70 70
export DIE_AREA = 0 0 80 80
==> constraint.sdc <==
current_design contador_sincrono_decrescente_6bits

set clk_period 2.6
set clk_io_pct 0.2

create_clock -name clk0 -period $clk_period [get_ports {clk}]

set non_clock_inputs [all_inputs -no_clocks]
set_input_delay [expr $clk_period * $clk_io_pct] -clock clk0 $non_clock_inputs
set_output_delay [expr $clk_period * $clk_io_pct] -clock clk0 [all_outputs]
==> notes.md <==
Item: results of the latest flow run.

- The flow ran to the end, and the final reports show no timing, DRC or antenna violations.
- The worst setup path is of the reg -> out kind.
- Global route summary, busiest routing layer listed as met2.
- The worst setup path is launched from a flip-flop.
- The required time of the worst setup path is 2.08 ns.
- The area growth from synthesis to layout is 77.5%.
- In the log, the iteration count for the first detailed-route pass is 3.
- The clock-pin slew reported for the worst setup and hold paths after clock tree synthesis is 0.04 ns.
- The number of warnings the tools reported is 32.
- The first global-routing pass estimated 1040 µm of wire.
- For the worst setup path, the data arrival time is 2.02 ns.
- The cell family contributing the most delay on the critical path is flip-flops.
- The sum of overflow across all layers after global routing is 0.
- The number of violations of the max-capacitance limit is 0.
- The part of the Yosys area used for sequential elements is 0.451.
- The worst setup path is captured at an output pin.
- The horizontal die dimension reported for this design is 80 µm.
- The final-report max-slew violation count is 0.
- The cell area after technology mapping is 267 µm².
- The die covers 6400 µm².
- The synthesized instance count is 28.
- The total number of clock tree sinks is 6.
- For reference, the placement row count at floorplan is 21.
- The total power density per cell area is 622 nW/µm².
- Per the detail_route report, inserted antenna diodes total 0.
- The tightest min-delay check is of the reg -> reg type.
- At the pin with the least slew margin, the transition time is 0.265 ns.
- The final core utilization is 0.138.
- In the global route stage, met1 resource usage came out at 0.0241.
- The register with the most flip-flops in the layout has 6 of them.
- Along the critical path, the tally of buffer and inverter instances is 1.
- The tally of buffers added on design ports is 7.
- More flip-flops sit in one register than any other, and that register is q.
- VDD sags by at most 316 µV.
- Traced cell by cell, the critical path runs through buf_2.
- The number of antenna violations at the first check in global routing is 0.
- The core area is 3420 µm².
- The layout cell share with drive strength beyond 1 is 0.490.
- The buffer type at the clock tree root is clkbuf_4.
- For reference, the top cells by area after synthesis are dfxtp_1 (45%), xnor2_1 (9.9%), ha_1 (9.4%).
- After the first detailed-routing iteration, the DRC count stood at 5.
- Per the CTS log, the maximum H-tree level is 1.
- The static leakage power is 0.228 nW.
- The global routing usage on met3 is 0.0205.
- The worst-path maximum fanout is 2.
- The register bit total from synthesis is 6.
- The number of cells in the yosys synthesis report is 28.
- The synthesis report lists the Yosys warning total as 1.
- The synthesized netlist contains 12 unique library cells.
- The detailed router placed 261 vias in this run.
- The longest individual stage delay on the worst path is 0.31 ns.
- The buffer levels on the longest clock path is 2.
- The remaining antenna violation count after routing is 0.
- In the synthesis report, Yosys lists the chip area as 267 µm².
- By instance count after routing, the leading logic cell types are inv_1 (8), buf_4 (8), buf_2 (6), dfxtp_2 (6), nor2_1 (4).
- The die is 80 µm tall.
- The number of remaining DRC errors is 0.
- TritonCTS built the clock tree.
- The via density per instance is 2.69.
- The worst slew margin relative to its limit is 0.823.
- Looking at the critical path, the single cell with the biggest stage delay is dfxtp_2.
- The average footprint of a synthesized cell is 9.52 µm².
- Entering global routing, the biggest net connects 6 pins.
- The via count of the first global-routing pass is 244.
- Summed over all layers, the routed wires come to 636 µm.
- The total global-route track usage is 0.0206.
- The number of top-level design ports is 8.
- The script logs the mean routed wire length per placed instance as 6.56 µm.
- The clock skew after layout is 0.00930 ns.
- Per the finish-stage timing summary, setup violations number 0.
- The routability congestion estimate from global placement is 0.743.
- For this run, global-route usage on met2 was measured as 0.0241.
- The area fraction of the largest cell type after synthesis is 0.451.
- For the final routed database, the setup TNS stands at 0 ns.
- The cell type with the largest total area after synthesis is dfxtp_1.
- The number of clock buffers inserted by TritonCTS is 3.
- The floorplan step records an initial core utilization of 0.0780.
- The half-perimeter wire length after detailed placement is 489 µm.
- The registers reported with the highest flop counts are q x6.
- Setup repair after global routing left no endpoint under its margin.
- Clock latency on the worst-skew pair, taken at its later pin, is 0.31 ns.
- The count of endpoints failing hold in the final timing report is 0.
-- what timing repair did --
item                                    in CTS  in global routing
setup buffers                                2                  0
endpoints found under the setup margin       6                  0
hold buffers                                 0                  0
gates resized                               24                  0
-- Yosys cell counts --
cell / count
a211oi_2: 1
a21o_1: 2
a21oi_1: 1
dfxtp_1: 6
ha_1: 2
inv_1: 3
nand2_1: 3
nand3b_1: 1
nor2_1: 4
nor3_2: 1
nor3b_1: 1
xnor2_1: 3
-- cell type report --
type / count / area (µm²)
flip-flops and latches: 6 / 128
repair buffers: 15 / 100
multi-input cells: 19 / 135
clock buffers: 3 / 22.5
well taps: 46 / 57.6
inverters: 2 / 7.51
fillers: 398 / 2940
clock inverters: 6 / 22.5
-- path summary, 6_finish.rpt --
path | cells after the start | end | slack, ns | from
worst max-delay path | 1 | q[5] | 0.06 | q[5]
worst max register to register | 7 | q[4] | 1.20 | q[0]
worst min register to register | 2 | q[5] | 0.55 | q[5]
worst min-delay path | 2 | q[5] | 0.55 | q[5]
-- cell families (layout without fill, tap and decap cells) --
group | Yosys count | after routing | share of synthesized area
buf+inv | 3 | 26 | 0.0423
simple gates | 10 | 10 | 0.192
fa+ha+maj | 2 | 2 | 0.0939
compound gates | 4 | 4 | 0.122
xor+xnor | 3 | 3 | 0.0986
flops | 6 | 6 | 0.451
-- through the flow --
stage / instances / instance area [µm²] / setup WS, ns / power (W) / hold slack [ns]
after floorplan: 28 / 267 / 0.354 / 0.000155 / 0.382
after detailed placement: 87 / 439 / -0.115 / 0.000196 / 0.514
final: 97 / 473 / 0.0576 / 0.000294 / 0.547
after global routing: 97 / 473 / 0.00604 / 0.000328 / 0.574
after global placement: 87 / 439 / -0.0975 / 0.000196 / 0.500
after CTS: 97 / 473 / 0.0402 / 0.000303 / 0.554
-- power by group --
part | switching, W | internal, W | total (W)
combinational | 0.0000273 | 0.0000376 | 0.0000649
clock | 0.0000547 | 0.0000649 | 0.000120
sequential | 0.00000456 | 0.000105 | 0.000110
total | 0.0000866 | 0.000207 | 0.000294
-- worst reg2reg max path, cell delays in order (launching register included) --
cell and delay, ns:
dfxtp_2 0.30, buf_4 0.12, buf_4 0.13, inv_1 0.07, ha_1 0.18, nor3b_1 0.27, xnor2_1 0.15, nor2_1 0.05
-- routing by layer --
metal | vias up | part of all wire
met5 | - | 0
met4 | 0 | 0.014
met3 | 2 | 0.11
met2 | 8 | 0.41
met1 | 112 | 0.46
li1 | 139 | -
Power figures rest on the tool's default switching activity, not on a simulated workload.
